==> flow/design.v <==
`timescale 1ns / 1ps
module ac97test(
	input CCLK,
	input RST,
	input BITCLK,
	output AUDSDO,
	output AUDSYNC,
	output AUDRST,
	input ap,
	output reg ut
    );
	wire ready, frame_done, AUD_SDO, AUD_SYNC, AUD_RST, reset, CLKFX_OUT;
	wire [7:0] cmd_addr;
	wire [15:0] cmd_data;
	wire [19:0] leftadc, rightadc, reg_status, status_data; 
	wire [19:0] leftdac, rightdac;
	assign AUDSDO = AUD_SDO;
	assign AUDSYNC = AUD_SYNC;
	assign AUDRST = AUD_RST;
 always
 begin 
 if(ap==1)
 ut<=1;
 end
	s6ac97 M0(CCLK, RST, cmd_vd, left_vd, right_vd, BITCLK,  AUD_SDO, AUD_SYNC,
			 AUD_RST, leftdac, rightdac, cmd_addr, cmd_data, ready, frame_done, leftadc,
			 rightadc, reg_status, status_data);
	genac97 M1(CCLK, RST, ready, frame_done, leftadc, rightadc, reg_status, status_data,
			  cmd_vd, left_vd, right_vd, leftdac, rightdac, cmd_addr, cmd_data);
endmodule
module genac97(
		input CCLK,
		input rst,
		input ready,
		input frame_done,
		input [19:0] leftadc,
		input [19:0] rightadc,
		input [19:0] reg_status,
		input [19:0] status_data,
		output reg cmd_vd,
		output reg left_vd,
		output reg right_vd,
		output reg [19:0] leftdac,
		output reg [19:0] rightdac,
		output reg [7:0] cmd_addr,
		output reg [15:0] cmd_data
    );
	reg set;
	reg [4:0] state;
	always@(posedge CCLK) begin
		if(rst) begin
			state = 0;
			cmd_vd = 0;
			left_vd = 0;
			right_vd = 0;
			leftdac = 0;
			rightdac = 0;
			cmd_addr = 0;
			cmd_data = 0;
			set = 0;
		end
		else begin
			case(state)
				0:begin  
					if(ready) begin
						cmd_addr = 8'h80 + 8'h26; 
						cmd_vd = 1;
						if(status_data[7:4] == 4'hF) 
							state = 1;
					end
					else
						state = 0;
				end
				1:begin  
					if(ready) begin
						cmd_addr = 8'h02;
						cmd_data = 16'h0000;
						set = 1;
					end
					else
						state = 1;
					if(frame_done && set) begin
						state = 2;
						set = 0;
					end
				end
				2:begin  
					if(ready) begin
						cmd_addr = 8'h10;
						cmd_data = 16'h0000;
						set = 1;
					end
					else
						state = 2;
					if(frame_done && set) begin
						state = 3;
						set = 0;
					end
				end
				3:begin  
					if(ready) begin
						cmd_addr = 8'h1A;
						cmd_data = 16'h0404;
						set = 1;
					end
					else
						state = 3;
					if(frame_done && set) begin
						state = 4;
						set = 0;
					end
				end
				4:begin  
					if(ready) begin
						cmd_addr = 8'h1C;
						cmd_data = 16'h0000;
						set = 1;
					end
					else
						state = 4;
					if(frame_done && set)begin
						state = 5;
						set = 0;
					end
				end
				5:begin  
					if(ready)begin
						cmd_addr = 8'h80;
						cmd_vd = 0;
						leftdac = leftadc;
						rightdac = rightadc;
						left_vd = 1;
						right_vd = 1;
						set = 1;
					end
					if(frame_done && set) begin
						set = 0;
					end
				end
			endcase
		end
	end
endmodule
module s6ac97(
	  input sys_clk,   
	  input rst,     
	  input cmd_vd,    
	  input left_vd,   
	  input right_vd,  
	  input BIT_CLK,     
	  output reg SDATA_OUT,  
	  output reg SYNC,       
	  output reg RESET,      
	  input [17:0] leftdac,    
	  input [19:0] rightdac,   
	  input [7:0] cmd_addr,    
	  input [15:0] cmd_data,   
	  output reg ready,        
	  output reg frame_done,   
	  output reg [19:0] leftadc,  
	  output reg [19:0] rightadc,  
	  output reg [19:0] reg_status,  
	  output reg [19:0] status_data  
	  );
	parameter rstlow_time = 8'd150;  
	parameter rst2clk = 5'd18;  
	reg [8:0] bitcount = 0;
	reg [7:0] rstlow;
	reg [15:0] status;
	reg [19:0] slot1_in, slot2_in, left_in, right_in, cmdaddr, cmddata, left_dac ;
	always@(posedge sys_clk) begin
		if(rst) begin
			rstlow = 0;
			RESET = 0;
		end
		else if (rstlow == rstlow_time)begin
			RESET = 1;
			rstlow = rstlow_time;
		end
		else
			rstlow = rstlow + 1'd1;
	end
	always@(posedge BIT_CLK) begin
		if(bitcount == 255) begin
			SYNC = 1;
			frame_done = 1;
			cmdaddr = {cmd_addr, 12'h000};
			cmddata = {cmd_data, 4'h0}; 
			left_dac = {leftdac, 2'b00};
		end
		else if(bitcount == 215) 
			ready = 1;
		else if(bitcount == 15)  
			SYNC = 0;
		else begin
			frame_done = 0;
			ready = 0;
		end
		if(bitcount>=0 && bitcount<=15) begin
			case(bitcount[3:0])
				0: SDATA_OUT = (cmd_vd || left_vd || right_vd);  
				1: SDATA_OUT = cmd_vd;    
				2: SDATA_OUT = cmd_vd;    
				3: SDATA_OUT = left_vd;   
				4: SDATA_OUT = right_vd;  
				default: SDATA_OUT = 0;
			endcase
		end
		else if(bitcount>=16 && bitcount<=35) begin
			if(cmd_vd)
				SDATA_OUT = cmdaddr[35-bitcount];
			else
				SDATA_OUT = 0;
		end
		else if(bitcount>=36 && bitcount<=55) begin
			if(cmd_vd)
				SDATA_OUT = cmddata[55-bitcount];
			else
				SDATA_OUT = 0;
		end
		else if(bitcount >= 56 && bitcount <= 75) begin
			if(right_vd)
				SDATA_OUT = rightdac[75-bitcount];
			else
				SDATA_OUT = 0;
		end
		else if(bitcount >= 76 && bitcount <= 95) begin
			if(left_vd)
				SDATA_OUT = left_dac[95-bitcount];
			else
				SDATA_OUT = 0;
		end
		else
			SDATA_OUT = 0;
		if(bitcount == 255)
			bitcount = 0;
		else
			bitcount = bitcount + 1'd1;
	end
	always@(negedge BIT_CLK) begin
		if((bitcount >= 1) && (bitcount <= 16)) begin
			status = {status[14:0], SDATA_IN};
		end
		else if((bitcount >= 17) && (bitcount <= 36)) begin
			slot1_in = {slot1_in[18:0], SDATA_IN};
		end
		else if((bitcount >= 37) && (bitcount <= 56)) begin
			slot2_in = {slot2_in[18:0], SDATA_IN};
		end
		else if((bitcount >= 57) && (bitcount <= 76)) begin
			left_in = {left_in[18:0], SDATA_IN};
		end
		else if((bitcount >= 77) && (bitcount <= 96)) begin
			right_in = {right_in[18:0], SDATA_IN};
		end
		else begin
			leftadc = left_in;
			rightadc = right_in;
			reg_status = slot1_in;
			status_data = slot2_in;
		end
	end
endmodule
==> flow/run.sh <==
#!/bin/bash
# OpenROAD 26Q1-2900-gdf79404cd8, Yosys 0.63+post, stock flow scripts
make -C /OpenROAD-flow-scripts/flow DESIGN_CONFIG=/design/flow/config.mk WORK_HOME=/design/flow/orfs finish
==> flow/config.mk <==
export PLATFORM = sky130hd
export DESIGN_NAME = ac97test
export DESIGN_NICKNAME = ac97test
export VERILOG_FILES = /design/flow/design.v
export SDC_FILE = /design/flow/constraint.sdc
export NUM_CORES = 4
export LEC_CHECK = 1
export CORE_UTILIZATION = 30
==> flow/constraint.sdc <==
current_design ac97test

set clk_period 4.9
set clk_io_pct 0.2

create_clock -name clk0 -period $clk_period [get_ports {BITCLK}]
create_clock -name clk1 -period $clk_period [get_ports {CCLK}]

set non_clock_inputs [all_inputs -no_clocks]
set_input_delay [expr $clk_period * $clk_io_pct] -clock clk0 $non_clock_inputs
set_output_delay [expr $clk_period * $clk_io_pct] -clock clk0 [all_outputs]
==> reports/metrics.yaml <==
layout:
  layout_top_cell: "dfxtp_1"
  stdcell_area_um2: 4910
  drive_gt1_share_pct: 10.69
  final-comb-area_um2: 2171
  fillers: 1337
  synthToLayoutAreaGrowth_pct: 12.73
  ff_latch_area_um2: 1972
  layout_top_cells: "dfxtp_1 (97), nor2b_1 (54), nor2_1 (36), nand2_1 (24), ha_1 (21)"
cts:
  path_clk_slew_ns: 0.06
  hold_buffers: 0
  cts.sinks: 98
  postCtsSetupBuffers: 0
  cts_tree: "yes"
  post_cts_resized: 0
pwr:
  seq_power_share_pct: 48.9
  peakVddDrop_v: 0.0001490
  p_int_mw: 1.325
  power.density_nw_per_um2: 335.5
  total_leakage_power_nw: 1.950
  netSwitchingFraction_pct: 19.58
  clockPowerShare_pct: 50.6
  power.switching_mw: 0.3225
  p_total_mw: 1.647
  combinationalPowerShare_pct: 0.6
worst_setup_path:
  worst-path-max-fanout: 29
  cp-end-kind: "flop"
  cp-start-kind: "flop"
  crit_type: "flop to flop"
  worstPathArrival_ns: 3.25
  crit_required_ns: 5.10
sta:
  tightest_slew_ns: 0.7494
  finalHoldViolCount: 0
  worst_clock_skew_ns: 0.005484
  finalSetupTns_ns: 0
  drv_slew: 0
  setup_viol: 0
  rsz0062_at_grt: "no"
  fin_ws_ns: 1.850
  relSlewSlack_pct: 49.88
synth:
  top_area_share_pct: 44.58
  synth_area_per_cell_um2: 9.832
  numSynthFlops: 98
  edf_count: 1
  ff_type: "dfxtp_1"
  async_flop_share_pct: 0
  netlist_instances: 443
  yosysTopAreaCell: "dfxtp_1"
  synth_cell_types: 62
  yosysWarnings: 9
  postSynthSeqShare_pct: 45.27
  topCellsByArea: "dfxtp_1 (45%), nor2b_1 (7.8%), ha_1 (6.3%)"
  ys_cells: 443
  yosys_area_um2: 4355
  synth_area_um2: 4355
die:
  ioPinCount: 8
  core_um2: 14040
  fp.dieH_um: 122.5
  dieArea_um2: 15000
  fp.dieW_um: 122.5
  rows: 43
  fp_util_pct: 31.02
global_routing:
  grt-ovfl-total: 0
  grt_first_pass_wirelength_um: 14250
  grt_pass1_vias: 2936
  grt_max_degree: 31
  antenna_found_initial: 0
  grt_usage_pct: 11.90
place:
  gp_congestion: 0.8485
  dpl_cell_area_um2: 4524
  io_buffers: 4
  dp_slack_ns: 1.827
  dp_hpwl_um: 5320
detailed_routing:
  insertedDiodeCount: 0
  antenna_left: 0
  totalWireLength_um: 8104
  dr.pass1.iters: 4
  drc: 0
  vias: 3015
  vias_per_cell: 4.793
  drt_iter0_markers: 159
  wl_per_cell_um: 12.88
run:
  max_cap_violations: 0
  warnings: 43
hold_path:
  hold_class: "flop to flop"
outcome:
  status: "finished clean"
## cells in the mapped netlist (3+ instances only)
| cell type | count |
|---|---|
| dfxtp_1 | 97 |
| nor2b_1 | 54 |
| nor2_1 | 36 |
| nand2_1 | 24 |
| ha_1 | 22 |
| inv_1 | 19 |
| a21oi_1 | 18 |
| mux2i_1 | 16 |
| clkbuf_1 | 11 |
| nor3_1 | 11 |
| o21ai_0 | 9 |
| nand3_1 | 8 |
| a211oi_1 | 7 |
| mux2_2 | 7 |
| mux4_2 | 7 |
| xnor2_1 | 7 |
| buf_2 | 6 |
| nand4_1 | 6 |
| a31oi_1 | 5 |
| xor2_1 | 5 |
| nand2b_1 | 4 |
| nor3b_1 | 4 |
| nor4_1 | 4 |
| buf_4 | 3 |
| o211ai_1 | 3 |
| or3_1 | 3 |
## critical path, cell delays in order, from the launching register on
cell and delay [ns]:
dfxtp_1 0.63, ha_1 0.29, nand4_1 0.15, nor2_1 0.15, ha_2 0.32, buf_4 0.32, nand2b_1 0.23, o311ai_0 0.15
o311ai_1 0.29, nor4_1 0.11, a31oi_1 0.22, a22oi_2 0.07
## cell type report
type	instances	share of cell area, %
multi-input combinational	302	44.22
clock inverter	6	1.376
sequential	98	40.16
tap	180	4.587
inverter	19	1.453
timing repair buffer	10	1.733
clock buffer	14	6.473
## state kept, by name, indices dropped and copies added, names as in the netlist, 6 cells and up
register and cells:
M0.cmdaddr 20, M1.cmd_addr 6, M0.bitcount 9, M0.cmddata 20
M0.left_dac 20, M1.state 6, M0.rstlow 8
## power by group through the flow
stage / logic, mW / clock network (mW) / registers (mW)
4_1_cts: 0.00912 / 0.853 / 0.805
5_1_grt: 0.0102 / 0.885 / 0.805
6_report: 0.00906 / 0.833 / 0.805
## path summary, 6_finish.rpt
kind	from	endpoint	slack, ns	cells after the start
setup / recovery	M0.bitcount[3]	M0.SDATA_OUT	1.85	11
hold / removal	M1.cmd_addr[4]	M0.cmdaddr[16]	0.45	1
setup reg to reg	M0.bitcount[3]	M0.SDATA_OUT	1.85	11
hold reg to reg	M1.cmd_addr[4]	M0.cmdaddr[16]	0.45	1
max in group clk1	RST	M0.rstlow[6]	2.76	3
min in group clk1	M0.RESET	M0.RESET	0.45	2
## layer usage
layer  wire [µm]  track usage [%]  share of wire (%)  vias up
li1            -                -                  -     1543
met1        4265            18.13                 53     1427
met2        3459            17.91                 43       34
met3         246            2.609                3.0       11
met4         133            1.829                1.6        0
met5           0                0                  0        -
## logic make-up (layout without fill, tap and decap cells)
kind of cell	Yosys count	in the layout	share of synthesized area, %
and+or+nand+nor	165	165	20.05
DFF	98	98	45.27
AOI/OAI and AO/OA	71	71	11.43
buffers and inverters	43	49	4.941
muxes	30	30	9.107
adders and majority gates	22	22	6.320
xor gates and xnor gates	13	13	2.787
other	1	1	0.08610
## through the flow
step	std cells	hold slack [ns]	utilization (%)
after floorplan	443	0.3997	-
after global placement	609	0.4353	32.22
after detailed placement	609	0.4423	32.22
after CTS	629	0.4362	34.96
after global routing	629	0.4613	34.96
final	629	0.4450	34.96
No activity file was given, so power comes from the tool's default toggle rates.
